<file path="flow/config.mk">
export PLATFORM = sky130hd
export DESIGN_NAME = sevensegment
export DESIGN_NICKNAME = sevensegment
export VERILOG_FILES = /design/flow/design.v
export SDC_FILE = /design/flow/constraint.sdc
export NUM_CORES = 4
export LEC_CHECK = 1
export CORE_UTILIZATION = 40
</file>
<file path="flow/design.v">
`timescale 1ns / 1ps
module sevensegment (
    input             clk,
    input      [15:0] data,
    output reg  [6:0] seg,
    output reg  [3:0] an
);
    reg [16:0] clkDiv   = 17'd0;
    reg [1:0]  digit_sel = 2'd0;
    always @(posedge clk) begin
        if (clkDiv == 17'd99999) begin
            clkDiv    <= 17'd0;
            digit_sel <= digit_sel + 1;
        end else begin
            clkDiv <= clkDiv + 1;
        end
    end
    reg [3:0] thousands, hundreds, tens, ones;
    integer i;
    always @(*) begin
        thousands = 4'd0;
        hundreds  = 4'd0;
        tens      = 4'd0;
        ones      = 4'd0;
        for (i = 15; i >= 0; i = i - 1) begin
            if (thousands >= 4'd5) thousands = thousands + 4'd3;
            if (hundreds  >= 4'd5) hundreds  = hundreds  + 4'd3;
            if (tens      >= 4'd5) tens      = tens      + 4'd3;
            if (ones      >= 4'd5) ones      = ones      + 4'd3;
            thousands = {thousands[2:0], hundreds[3]};
            hundreds  = {hundreds[2:0],  tens[3]};
            tens      = {tens[2:0],      ones[3]};
            ones      = {ones[2:0],      data[i]};
        end
    end
    reg [3:0] current_digit;
    always @(*) begin
        case (digit_sel)
            2'b00: begin an = 4'b1110; current_digit = ones;      end  
            2'b01: begin an = 4'b1101; current_digit = tens;      end
            2'b10: begin an = 4'b1011; current_digit = hundreds;  end
            2'b11: begin an = 4'b0111; current_digit = thousands; end  
            default: begin an = 4'b1111; current_digit = 4'd0;   end
        endcase
    end
    always @(*) begin
        case (current_digit)
            4'd0: seg = 7'b1000000;
            4'd1: seg = 7'b1111001;
            4'd2: seg = 7'b0100100;
            4'd3: seg = 7'b0110000;
            4'd4: seg = 7'b0011001;
            4'd5: seg = 7'b0010010;
            4'd6: seg = 7'b0000010;
            4'd7: seg = 7'b1111000;
            4'd8: seg = 7'b0000000;
            4'd9: seg = 7'b0010000;
            default: seg = 7'b1111111;  
        endcase
    end
endmodule
</file>
<file path="flow/constraint.sdc">
current_design sevensegment

set clk_period 21.6
set clk_io_pct 0.2

create_clock -name clk0 -period $clk_period [get_ports {clk}]

set non_clock_inputs [all_inputs -no_clocks]
set_input_delay [expr $clk_period * $clk_io_pct] -clock clk0 $non_clock_inputs
set_output_delay [expr $clk_period * $clk_io_pct] -clock clk0 [all_outputs]
</file>
<file path="flow/run.sh">
#!/bin/bash
# OpenROAD 26Q1-2900-gdf79404cd8, Yosys 0.63+post, stock flow scripts
make -C /OpenROAD-flow-scripts/flow DESIGN_CONFIG=/design/flow/config.mk WORK_HOME=/design/flow/orfs finish
</file>
==> impl_metrics.yaml <==
# implementation run metrics
die:
  ios: 28
  fp-utilization_pct: 41.5
  die_w_um: 129
  chip_area_mm2: 0.0165
  num_rows: 45
  coreArea_mm2: 0.0154
  die-height_um: 129
synthesis:
  ys_seq_elements: 19
  edf_count: 2
  async_flop_share_pct: 0
  synth_area_mm2: 0.00641
  synth_cells: 897
  ys_seq_share_pct: 6.25
  ys_area_mm2: 0.00641
  synth-cells-yosys: 897
  yosysUniqueCellTypes: 113
  ff_type: "dfxtp_1"
  ys_warn_count: 1
  postSynthAreaPerCell_um2: 7.14
place:
  gp_congestion: 0.896
  placed_cells: 1142
  portBuffers: 27
  place_hpwl_um: 11900
  post-place-ws_ns: -0.289
final_layout:
  finalNonFillerCells: 1184
  area_growth_syn_to_layout_pct: 23.7
  final_common_cell: "nor2_1"
  layout.cells.most_common_list: "81 x nor2_1, 75 x nand2_1, 73 x buf_4, 53 x inv_1, 42 x a21oi_1"
  logic_area_mm2: 0.00611
  ff_latch_area_um2: 400
  utilization_pct: 51.4
  fillerInstances: 1442
  drive_gt1_share_pct: 23.4
setup_path:
  cp_data_arrival_time_ns: 16.71
  max_stage_delay_ns: 0.53
  worst-path-max-fanout: 6
  critPathSlowestCell: "or4_1"
  crit_required_ns: 17.28
  critPathKind: "input port to output port"
  crit_path_end_kind: "output port"
  start_kind: "input port"
route:
  vias_per_cell: 5.83
  ant_nets: 0
  drc: 0
  drt-pass1-iter-count: 5
  drt_iter0_drc: 440
  diodes: 0
  wl_um: 15800
  avgRoutedWirePerCell_um: 13.3
  via_count: 6906
run:
  warnings: 40
  maxCapViolations: 0
timing:
  hold_viol_final: 0
  finalSetupTns_ns: 0
  finalCriticalPeriod_ns: 21.03
  max_freq_mhz: 47.5
  fin_skew_ns: 0.00109
  slew_headroom_pct: 49.7
  report.final.setup_viol: 0
  worst_slew_pin_slew_ns: 0.748
  drv_slew: 0
  post-route-period-util_pct: 97.4
  fin_ws_ns: 0.569
global_route:
  grt_pass1_vias: 5950
  track_usage_pct: 19.1
  grt_overflow_total: 0
  grt_pass1_wl_um: 27100
  grt_max_degree: 20
  antenna_found_initial: 0
cts:
  insertion_delay_ns: 0.24
  htree_levels: 1
  cts_max_path_buffers: 2
  cts_tree: "yes"
  clkSinkCount: 19
  cts-root-buf: "clkbuf_16"
  path_clk_slew_ns: 0.05
  cts_buffers: 3
outcome:
  status: "complete, no violations"
min_path:
  hp-class: "register to register"
-- logic make-up (layout without fill, tap and decap cells) --
kind of cell	after synthesis	count (layout)	synth area share, %
buffers and inverters	94	170	5.74
multiplexers	35	35	6.97
adder cells (fa/ha/maj)	45	45	8.79
flip-flops	19	19	6.25
AND-OR/OR-AND	316	316	38.6
XOR/XNOR	34	34	5.92
AND/OR/NAND/NOR	354	354	27.7
-- per-layer routing --
layer | wire length (um) | global-route usage, %
met1 | 8410 | 30.9
met4 | 61 | 1.38
met2 | 6820 | 29.2
met3 | 498 | 0.762
met5 | 0 | 0
-- flip-flops by register name, indices dropped and copies added, names as in the netlist --
register / flops
clkDiv: 17
digit_sel: 2
-- area by class of cell --
class	count	share of cell area (%)
clock buffers	4	0.994
inverters	66	3.16
multi-input cells	784	77.1
flip-flops and latches	19	5.05
well taps	211	3.33
repair buffers	100	10.3
-- worst max-delay path: cells and delay by family --
kind	cells	cell delay, ns
AND-OR/OR-AND	19	3.87
adder cells (fa/ha/maj)	11	2.05
AND/OR/NAND/NOR	17	4.13
multiplexers	1	0.18
XOR/XNOR	3	0.46
buffers and inverters	13	1.73
-- synth_stat cells (13+ instances only) --
master    number  area (um2)
nor4_1        13        81.3
nor3_1        40         200
xnor2_1       18         158
clkbuf_1      21        78.8
ha_1          45         563
a21oi_1       50         250
and2_1        14        87.6
mux2i_1       15         150
o211ai_1      16         120
nand3_1       36         180
dfxtp_1       17         340
nand2_1       77         289
a211oi_1      14         105
nand2b_1      13        81.3
and3_1        13        81.3
o21ai_0       34         170
inv_1         56         210
nor2_1        82         308
-- final timing paths --
path / start / to / slack (ns) / cells after the start
worst max-delay path: data[14] / seg[0] / 0.57 / 64
worst min-delay path: clkDiv[4]$_SDFF_PN0_ / clkDiv[4]$_SDFF_PN0_ / 0.46 / 1
worst max register to register: clkDiv[0]$_SDFF_PN0_ / digit_sel[0]$_DFFE_PN_ / 19.80 / 6
worst min register to register: clkDiv[4]$_SDFF_PN0_ / clkDiv[4]$_SDFF_PN0_ / 0.46 / 1
-- what timing repair did --
action / in CTS / in global routing
gates resized: 12 / 90
setup endpoints to repair: 7 / 7
hold buffers: 0 / 0
cloned: 0 / 0
setup buffers: 5 / 33
pin swaps: 8 / 38
hold endpoints to repair: 0 / 0
-- metrics by stage --
| step | hold slack, ns | instance area (um2) |
|---|---|---|
| floorplan | 0.427 | 6410 |
| global placement | 0.445 | 7080 |
| detailed placement | 0.442 | 7080 |
| CTS | 0.454 | 7260 |
| global route | 0.479 | 7930 |
| finish | 0.457 | 7930 |
