==> design.v <==
module instructionMemory #(
    parameter OPERAND_LENGTH = 31
)(
    input  [OPERAND_LENGTH:0] instAddress,
    output reg [31:0]         instruction
);
    reg [7:0] memory [0:255];
    initial begin
        begin : init_zeros
            integer i;
            for (i = 0; i < 256; i = i + 1)
                memory[i] = 8'h00;
        end
        memory[8'h00] = 8'h13;
        memory[8'h01] = 8'h01;
        memory[8'h02] = 8'hC0;
        memory[8'h03] = 8'h1F;
        memory[8'h04] = 8'h93;
        memory[8'h05] = 8'h03;
        memory[8'h06] = 8'h00;
        memory[8'h07] = 8'h00;
        memory[8'h08] = 8'h23;
        memory[8'h09] = 8'h20;
        memory[8'h0A] = 8'h70;
        memory[8'h0B] = 8'h20;
        memory[8'h0C] = 8'h83;
        memory[8'h0D] = 8'h22;
        memory[8'h0E] = 8'h00;
        memory[8'h0F] = 8'h30;
        memory[8'h10] = 8'hE3;
        memory[8'h11] = 8'h8E;
        memory[8'h12] = 8'h02;
        memory[8'h13] = 8'hFE;
        memory[8'h14] = 8'h13;
        memory[8'h15] = 8'h84;
        memory[8'h16] = 8'h02;
        memory[8'h17] = 8'h00;
        memory[8'h18] = 8'h23;
        memory[8'h19] = 8'h20;
        memory[8'h1A] = 8'h80;
        memory[8'h1B] = 8'h20;
        memory[8'h1C] = 8'h13;
        memory[8'h1D] = 8'h01;
        memory[8'h1E] = 8'h81;
        memory[8'h1F] = 8'hFF;
        memory[8'h20] = 8'h23;
        memory[8'h21] = 8'h22;
        memory[8'h22] = 8'h11;
        memory[8'h23] = 8'h00;
        memory[8'h24] = 8'h23;
        memory[8'h25] = 8'h20;
        memory[8'h26] = 8'h81;
        memory[8'h27] = 8'h00;
        memory[8'h28] = 8'h13;
        memory[8'h29] = 8'h05;
        memory[8'h2A] = 8'h04;
        memory[8'h2B] = 8'h00;
        memory[8'h2C] = 8'hEF;
        memory[8'h2D] = 8'h00;
        memory[8'h2E] = 8'h40;
        memory[8'h2F] = 8'h01;
        memory[8'h30] = 8'h03;
        memory[8'h31] = 8'h24;
        memory[8'h32] = 8'h01;
        memory[8'h33] = 8'h00;
        memory[8'h34] = 8'h83;
        memory[8'h35] = 8'h20;
        memory[8'h36] = 8'h41;
        memory[8'h37] = 8'h00;
        memory[8'h38] = 8'h13;
        memory[8'h39] = 8'h01;
        memory[8'h3A] = 8'h81;
        memory[8'h3B] = 8'h00;
        memory[8'h3C] = 8'h6F;
        memory[8'h3D] = 8'hF0;
        memory[8'h3E] = 8'h1F;
        memory[8'h3F] = 8'hFD;
        memory[8'h40] = 8'h23;
        memory[8'h41] = 8'h20;
        memory[8'h42] = 8'hA0;
        memory[8'h43] = 8'h20;
        memory[8'h44] = 8'h03;
        memory[8'h45] = 8'h23;
        memory[8'h46] = 8'h00;
        memory[8'h47] = 8'h35;
        memory[8'h48] = 8'h13;
        memory[8'h49] = 8'h73;
        memory[8'h4A] = 8'h13;
        memory[8'h4B] = 8'h00;
        memory[8'h4C] = 8'h63;
        memory[8'h4D] = 8'h18;
        memory[8'h4E] = 8'h03;
        memory[8'h4F] = 8'h00;
        memory[8'h50] = 8'h13;
        memory[8'h51] = 8'h05;
        memory[8'h52] = 8'hF5;
        memory[8'h53] = 8'hFF;
        memory[8'h54] = 8'hE3;
        memory[8'h55] = 8'h16;
        memory[8'h56] = 8'h05;
        memory[8'h57] = 8'hFE;
        memory[8'h58] = 8'h67;
        memory[8'h59] = 8'h80;
        memory[8'h5A] = 8'h00;
        memory[8'h5B] = 8'h00;
        memory[8'h5C] = 8'h93;
        memory[8'h5D] = 8'h03;
        memory[8'h5E] = 8'h00;
        memory[8'h5F] = 8'h00;
        memory[8'h60] = 8'h23;
        memory[8'h61] = 8'h20;
        memory[8'h62] = 8'h70;
        memory[8'h63] = 8'h20;
        memory[8'h64] = 8'h03;
        memory[8'h65] = 8'h24;
        memory[8'h66] = 8'h01;
        memory[8'h67] = 8'h00;
        memory[8'h68] = 8'h83;
        memory[8'h69] = 8'h20;
        memory[8'h6A] = 8'h41;
        memory[8'h6B] = 8'h00;
        memory[8'h6C] = 8'h13;
        memory[8'h6D] = 8'h01;
        memory[8'h6E] = 8'h81;
        memory[8'h6F] = 8'h00;
        memory[8'h70] = 8'h6F;
        memory[8'h71] = 8'hF0;
        memory[8'h72] = 8'hDF;
        memory[8'h73] = 8'hF9;
    end
    always @(*) begin
        instruction = {
            memory[instAddress + 3],    
            memory[instAddress + 2],    
            memory[instAddress + 1],    
            memory[instAddress + 0]     
        };
    end
endmodule
==> run.sh <==
#!/bin/bash
# OpenROAD 26Q1-2900-gdf79404cd8, Yosys 0.63+post, stock flow scripts
make -C /OpenROAD-flow-scripts/flow DESIGN_CONFIG=/design/flow/config.mk WORK_HOME=/design/flow/orfs finish
==> config.mk <==
export PLATFORM = sky130hd
export DESIGN_NAME = instructionMemory
export DESIGN_NICKNAME = instructionMemory
export VERILOG_FILES = /design/flow/design.v
export SDC_FILE = /design/flow/constraint.sdc
export NUM_CORES = 4
export LEC_CHECK = 1
export CORE_UTILIZATION = 30
==> constraint.sdc <==
current_design instructionMemory

set clk_period 5.6
set clk_io_pct 0.2

create_clock -name clk0 -period $clk_period

set non_clock_inputs [all_inputs -no_clocks]
set_input_delay [expr $clk_period * $clk_io_pct] -clock clk0 $non_clock_inputs
set_output_delay [expr $clk_period * $clk_io_pct] -clock clk0 [all_outputs]
==> results_slide.txt <==
Implementation Results

Die
  – Row count: 50
  – Chip area: 20000 sq um
  – Die width: 141.4 microns
  – Core Box Area: 18890 sq um
  – Initial Util: 0.3087
  – Die Span Y: 141.4 microns
  – I/O pin count: 64

Global routing
  – Gr usage total: 0.2514
  – Pin count of the biggest net entering global routing: 59
  – First-pass GRT wire length: 39370 microns
  – Vias in the first global route: 6714
  – Total global routing overflow: 0
  – Initial antenna violation count: 0

Cells and area
  – Filler cell count: 2057
  – Register area: 0 sq um
  – Layout Utilization: 0.3634
  – Area growth syn-to-layout: 17.72%
  – Count of flip-flops and latches: 0
  – Ratio of cells with drive above 1 in the final layout: 0.1549
  – Clock buffer count: 0
  – Final instance area: 6865 sq um

Setup path
  – CP top delay family: buffers and inverters
  – Crit path cell chain: clkdlybuf4s50_1 > inv_1 > ha_1 > a21oi_4 > xnor2_2 > buf_12 > nor2_1 > a311oi_1 > a21oi_1 > nor4_1 > clkdlybuf4s50_1
  – Critical path's slowest cell: clkdlybuf4s50_1
  – Maximum net fanout on the critical path: 31
  – Critical Path Source Type: primary input
  – CP dominant cell by count: clkdlybuf4s50_1
  – Crit path DRT: 4.48 ns
  – CP Capture Type: primary output
  – CP peak stage delay: 0.55 ns
  – Critical Path AT: 4.34 ns
  – Crit Path Category: primary input to primary output
  – WP buf/inv: 4

STA
  – Worst hold margin: 3.141 ns
  – Worst Tran Pin Value: 0.8191 ns
  – Slew headroom: 0.4500
  – Tcrit/Tclk final: 0.9749
  – Fin worst setup slack: 0.1404 ns
  – RSZ-0062 raised after global routing: true
  – Fmax: 183.2 MHz
  – Clock period minus worst slack: 5.460 ns
  – Final slew viol count: 0
  – Final Hold Vio Count: 0
  – Final setup violation count: 0

Run status
  – Outcome: finished, final reports clean

Power
  – Pleak: 0.002402 uW
  – Pwr/cell area: 112.5 nW/um^2
  – Worst vdd ir: 0.04106 mV

Placed design
  – DP HPWL: 17810 microns
  – Pre-CTS setup slack: 0.1106 ns
  – Routability Congestion: 1.006
  – I/O Buffers: 40
  – Cell Area, Placed: 6832 sq um

Route
  – DRC viols: 0
  – Wire per inst: 20.93 microns
  – DR pass1 iterations: 5
  – Initial DRC count: 1046
  – Via total after detailed routing: 7803
  – Routed wire length: 25310 microns
  – Post-route ant nets: 0
  – Ant diodes: 0
  – Vias per std cell: 6.454

Logic synthesis
  – Ys Warns: 1
  – Post-Syn Area: 5832 sq um
  – Distinct cells, synth: 87
  – Syn avg cell area: 6.284 sq um
  – Synth top cells by count: 106 x nand2_1, 100 x a21oi_1, 68 x o21ai_0
  – Seq/Total Area, Yosys: 0
  – Area contributors post-synth: a21oi_1 8.6%, nand2_1 6.8%, o21ai_0 5.8%, ha_1 4.3%, nor2_1 4.1%
  – Top-area cell type share of the netlist area: 0.08582
  – Yosys stat area: 5832 sq um
  – Most frequent cell after synthesis: nand2_1
  – Yosys cell count: 928
  – Synth area leader: a21oi_1
  – Post-synthesis cell count: 928

Flow run
  – Stage-log warning count: 73
  – Maxcap violations: 0

Min path
  – Worst Hold Endpoint: instruction[27]
  – Min-Delay Path Depth: 4
  – HP Start: instAddress[5]
  – HP Class: primary input to primary output

Clock network
  – Postcts setup bufs: 0
-- through the flow --
| step | TNS [ns] | total power, uW | instances |
|---|---|---|---|
| floorplan | 0 | 483.8 | 928 |
| global placement | 0 | 751.0 | 1209 |
| detailed placement | 0 | 747.2 | 1209 |
| CTS | 0 | 750.6 | 1209 |
| global route | -0.01908 | 831.2 | 1209 |
| finish | 0 | 772.4 | 1209 |
-- cells by family after synthesis --
group           synth area share
buf+inv                   0.1019
xor+xnor                 0.06179
fa+ha+maj                0.04634
compound gates            0.4563
simple gates              0.2602
mux                      0.07337
-- metal layers --
layer  routed length, microns  vias up  share of wire  track usage
met5                        0        -              0            0
met4                      619        0          0.024      0.05659
met3                     2686       60           0.11      0.05088
met2                    11180      497           0.44       0.3749
met1                    10820     3644           0.43       0.3726
li1                         -     3602              -            -
-- cells in the final DEF (no fill, tap or decap), types with 8 or more instances in the layout --
| master | count |
|---|---|
| o21ai_0 | 68 |
| a21o_1 | 8 |
| o211ai_1 | 19 |
| o21ai_1 | 8 |
| o22ai_1 | 14 |
| nand3_1 | 36 |
| and2_1 | 8 |
| nand2_1 | 106 |
| nor3_1 | 32 |
| or3_1 | 9 |
| a21oi_1 | 100 |
| clkdlybuf4s50_1 | 35 |
| inv_1 | 9 |
| ha_1 | 20 |
| a31oi_1 | 13 |
| nor2_1 | 64 |
| o221ai_1 | 15 |
| nor2b_1 | 8 |
| nand2b_1 | 23 |
| mux2i_1 | 20 |
| xnor2_1 | 14 |
| o31ai_1 | 9 |
| a311oi_1 | 12 |
| a211oi_1 | 30 |
| a221oi_1 | 14 |
| buf_4 | 91 |
-- power by group --
part,switching [uW],total [uW],internal [uW]
Combinational,458,772,315
Clock,0,0,0
Sequential,0,0,0
-- area by class of cell --
cell class	instances	area (sq um)	share of cell area
well taps	260	325.3	0.04738
repair buffers	138	1205	0.1755
inverters	14	56.30	0.008201
multi-input cells	797	5279	0.7689
-- timing repair --
action,CTS,global route
gates resized,0,5
setup endpoints to repair,0,9
hold buffers,0,0
-- how the worst max path moves through the flow --
stage                   from               to  slack, ns  depth (start not counted)
CTS           instAddress[1]  instruction[28]       0.10                          9
global route  instAddress[1]  instruction[31]     -0.009                         13
finish        instAddress[1]  instruction[31]       0.14                         11
Power is estimated from default activity; no workload was simulated.
