--- flow/config.mk ---
export PLATFORM = sky130hd
export DESIGN_NAME = RegisterFile
export DESIGN_NICKNAME = RegisterFile
export VERILOG_FILES = /design/flow/design.v
export SDC_FILE = /design/flow/constraint.sdc
export NUM_CORES = 4
export LEC_CHECK = 1
export CORE_UTILIZATION = 40
--- flow/constraint.sdc ---
current_design RegisterFile

set clk_period 6.4
set clk_io_pct 0.2

create_clock -name clk0 -period $clk_period [get_ports {clk}]

set non_clock_inputs [all_inputs -no_clocks]
set_input_delay [expr $clk_period * $clk_io_pct] -clock clk0 $non_clock_inputs
set_output_delay [expr $clk_period * $clk_io_pct] -clock clk0 [all_outputs]
--- flow/design.v ---
`timescale 1ns / 1ps
module RegisterFile (
    input             clk,
    input             rst,
    input             WriteEnable,
    input      [4:0]  rs1,
    input      [4:0]  rs2,
    input      [4:0]  rd,
    input      [31:0] WriteData,
    output reg [31:0] ReadData1,
    output reg [31:0] ReadData2
);
    reg [31:0] regs [31:0];
    integer i;
    always @(posedge clk or posedge rst) begin
        if (rst) begin
            for (i = 0; i < 32; i = i + 1)
                regs[i] <= 32'd0;
        end else begin
            if (WriteEnable && rd != 5'd0)
                regs[rd] <= WriteData;
        end
    end
    always @(*) begin
        ReadData1 = (rs1 == 5'd0) ? 32'd0 : regs[rs1];
        ReadData2 = (rs2 == 5'd0) ? 32'd0 : regs[rs2];
    end
endmodule
--- flow/run.sh ---
#!/bin/bash
# OpenROAD 26Q1-2900-gdf79404cd8, Yosys 0.63+post, stock flow scripts
make -C /OpenROAD-flow-scripts/flow DESIGN_CONFIG=/design/flow/config.mk WORK_HOME=/design/flow/orfs finish
==> results_tabular.tex <==
% Table of physical implementation metrics
\begin{tabular}{lr}
\hline
Metric & Value \\
\hline
\multicolumn{2}{l}{\textbf{Clock network}} \\
Total clock sinks & 992 \\
Longest Clk Path Bufs & 3 \\
Clock insertion delay at the later pin of the skew report & 0.79 ns \\
Total CTS buffers & 112 \\
Hold-fix buffer count after cts & 0 \\
Post-CTS resize count & 0 \\
Setup bufs post-CTS & 0 \\
H-tree depth & 3 \\
Clock root buffer master & clkbuf\_16 \\
Clock tree from TritonCTS & built \\
Clock transition at path regs & 0.07 ns \\
\multicolumn{2}{l}{\textbf{STA}} \\
Number of setup violations in the final report & 0 \\
Remaining max-slew budget at the tightest pin & 16.4\% \\
Max Slew Vio Count & 0 \\
Timing-limited maximum frequency & 0.160 GHz \\
Setup TNS Final & 0 ns \\
Final count of hold timing violations & 0 \\
Final cycle utilization of the critical path & 97.7\% \\
Worst-case clock skew & 0 ns \\
Transition time at the pin with the least slew margin & 1.22 ns \\
Clock period minus worst slack & 6.26 ns \\
Worst path setup slack after routing & 0.145 ns \\
Setup repair after global routing missed its margin & false \\
Hold slack & 0.509 ns \\
\multicolumn{2}{l}{\textbf{Worst setup path}} \\
Worst Path Required & 5.12 ns \\
Critical-path top delay cell & a2111oi\_0 \\
Worst reg2reg setup slack & 5.49 ns \\
Peak fanout along the critical path & 18 \\
Setup crit start kind & input pin \\
Library cell appearing most often on the critical path & clkdlybuf4s50\_1 \\
Delay of the slowest cell on the worst path & 1.10 ns \\
Worst Path Arrival & 4.98 ns \\
Crit Path Category & in2out \\
Number of cell instances on the worst register-to-register path & 1 \\
Cells along the critical path & clkdlybuf4s50\_1, nand2b\_1, nor2\_2, buf\_12, a2111oi\_0, nand4\_1, o31a\_1, clkdlybuf4s50\_1 \\
Critical path capture point type & output pin \\
Startpoint of the worst-slack reg-to-reg timing path & regs[30][19]\$\_DFFE\_PP0P\_ \\
Top Family by Delay on Critical Path & AND-OR/OR-AND gates \\
Critical R2R Capture & regs[30][19]\$\_DFFE\_PP0P\_ \\
Bufs and invs on worst path & 3 \\
\multicolumn{2}{l}{\textbf{Logic synthesis}} \\
Most used flip-flop cell after synthesis & dfrtp\_1 \\
Cell accounting for the most synthesized area & dfrtp\_1 \\
Tally of unique sky130hd cells used after synthesis & 73 \\
Synth warnings & 2 \\
Synthesized instance count & 4649 \\
Yosys chip area & 51700 um2 \\
Cell area after synthesis & 51700 um2 \\
Fraction of registers with async set or reset after synthesis & 100\% \\
Synthesized registers & 992 \\
Sequential fraction of the synthesis area & 48.0\% \\
Post-synth EDFFs & 0 \\
Main area contributors & dfrtp\_1 48\%, mux2\_2 22\%, nand3\_1 5.8\% \\
Per-instance average area after synthesis & 11.1 um2 \\
Top cell area share & 48.0\% \\
Number of standard cells reported by yosys & 4649 \\
\multicolumn{2}{l}{\textbf{Global route}} \\
Maximum number of pins on one net before global-route repair & 121 \\
First-pass GRT wire length & 388 mm \\
Global route total overflow & 0 \\
Via count of the first global-routing pass & 46100 \\
Overall global routing resource usage & 45.1\% \\
Antenna violations before repair & 20 \\
\multicolumn{2}{l}{\textbf{Min path}} \\
Worst hold path depth & 1 \\
Class of the most critical hold timing path & reg2reg \\
Hold Crit Endpoint & regs[5][11]\$\_DFFE\_PP0P\_ \\
Min-delay src & regs[5][11]\$\_DFFE\_PP0P\_ \\
\multicolumn{2}{l}{\textbf{Place}} \\
Worst slack after detailed placement & 0.398 ns \\
Total half-perimeter wirelength after legalization and detailed placement & 183 mm \\
Input/output buffers & 113 \\
RePlAce Congestion & 1.08 \\
\multicolumn{2}{l}{\textbf{Die}} \\
Fraction of the core area occupied by cells at floorplan & 40.4\% \\
Die Span X & 362 um \\
Standard-cell row count & 131 \\
Die Span Y & 362 um \\
Chip area & 131000 um2 \\
Area of the core & 128000 um2 \\
Count of boundary I/O pins & 114 \\
\multicolumn{2}{l}{\textbf{Layout}} \\
Layout Utilization & 47.2\% \\
Area overhead of the layout relative to synthesis & 16.6\% \\
Max reg flops & 992 \\
Largest registers in the final layout & regs x992 \\
Filler cell count & 11600 \\
Layout cells sized above 1 & 34.6\% \\
Register ranked first by flip-flop count & regs \\
\multicolumn{2}{l}{\textbf{Outcome}} \\
Run status & finished clean \\
\multicolumn{2}{l}{\textbf{Routing}} \\
Post-route DRC & 0 \\
Via count normalized by instance count & 7.32 \\
Remaining antenna violation count & 0 \\
Average wire per standard cell & 43.9 um \\
Detailed-route via count & 47700 \\
1st-iter DRT viols & 6263 \\
Total iterations of the first detailed-routing run & 9 \\
Total wirelength of the detailed-routed design & 286 mm \\
\multicolumn{2}{l}{\textbf{Job}} \\
Max-cap viol count & 0 \\
OpenROAD warning count & 35 \\
\multicolumn{2}{l}{\textbf{Power and ir drop}} \\
Leakage & 26.1 nW \\
Power per cell area & 307 nW/um2 \\
Peak supply drop & 0.258 mV \\
\hline
\end{tabular}
[logic make-up (layout without fill, tap and decap cells)]
family          count (synthesis)  after routing  share of synthesized area [%]
compound gates                749            749                           11.0
buf+inv                       524            705                           4.18
flops                         992            992                           48.0
mux                          1000           1000                           21.8
other cells                     0             20                              0
simple gates                 1384           1384                           15.0
[where the power goes]
| part | switching, mW | internal, mW |
|---|---|---|
| registers | 1.24 | 7.49 |
| logic | 1.38 | 1.38 |
| clock network | 2.89 | 4.14 |
| total | 5.51 | 13.0 |
[metal layers]
metal | up-vias | routed length (um) | track usage (%) | part of all wire [%]
met1 | 24000 | 101000 | 56.6 | 35
met4 | 30 | 24300 | 27.6 | 8.5
met3 | 1436 | 47200 | 27.4 | 17
li1 | 18000 | - | - | -
met2 | 4204 | 113000 | 58.8 | 39
met5 | - | 1060 | 5.44 | 0.37
[cell usage in the layout, fill, tap and decap left out, drive strengths merged, types with 6 or more instances in the layout]
cell | synthesis | layout
a31o | 6 | 6
and4 | 49 | 49
a32oi | 7 | 7
o31a | 20 | 20
dfrtp | 992 | 992
diode | 0 | 20
clkdlybuf4s50 | 0 | 104
nand2b | 11 | 11
nand3 | 598 | 598
a221o | 8 | 8
and3 | 232 | 232
o21ai | 18 | 18
nor3b | 10 | 10
mux2 | 995 | 995
clkinv | 1 | 27
nor3 | 29 | 29
a21oi | 77 | 77
inv | 19 | 21
bufinv | 0 | 15
nor2 | 74 | 74
nand4 | 184 | 184
nor2b | 8 | 8
and3b | 9 | 9
nor4 | 40 | 40
nor4bb | 9 | 9
a222oi | 33 | 33
buf | 211 | 370
o2111ai | 15 | 15
a221oi | 9 | 9
a22oi | 356 | 356
and2 | 20 | 20
nand2 | 86 | 86
a2111oi | 71 | 71
a31oi | 56 | 56
nand3b | 8 | 8
clkinvlp | 0 | 8
clkbuf | 293 | 160
a22o | 45 | 45
[worst max path at each step]
stage         startpoint       endpoint  slack [ns]  cells after the start
CTS               rs2[0]  ReadData2[26]        0.39                      7
global route      rs1[1]   ReadData1[0]        0.20                      9
finish            rs1[1]  ReadData1[14]        0.14                      8
[cell usage after synthesis (all sizes together) (3+ instances only)]
cell type and count:
and2 20, a221oi 9, nor2 74, a211oi 4, nand4 184, clkbuf 293
o21ai 18, nor4bb 9, o31a 20, nand3 598, and4b 3, and3b 9
a31o 6, nor4 40, nor2b 8, a221o 8, buf 211, nand2b 11
o2111ai 15, a22o 45, a31oi 56, a32oi 7, o211ai 3, mux2 995
and4 49, mux2i 5, a21oi 77, nor3b 10, nand4b 4, a2111oi 71
a222oi 33, nand3b 8, a2bb2oi 3, a22oi 356, inv 19, and3 232
nor3 29, nand2 86, dfrtp 992
[layout make-up]
| type | count | area [um2] | share of cell area [%] |
|---|---|---|---|
| clock inverter | 51 | 714 | 1.18 |
| antenna | 20 | 50.0 | 0.0830 |
| clock buffer | 160 | 3260 | 5.40 |
| multi-input combinational | 3133 | 25200 | 41.8 |
| tap | 1662 | 2080 | 3.45 |
| inverter | 20 | 78.8 | 0.131 |
| sequential | 992 | 24800 | 41.2 |
| timing repair buffer | 474 | 4110 | 6.82 |
[through the flow]
| stage | power (mW) | instance area (um2) | cells |
|---|---|---|---|
| after floorplan | 9.98 | 51700 | 4649 |
| after global placement | 11.4 | 56300 | 6281 |
| after detailed placement | 11.4 | 56300 | 6281 |
| after CTS | 18.4 | 60200 | 6492 |
| after global routing | 19.0 | 60300 | 6494 |
| final | 18.5 | 60300 | 6512 |
Power figures rest on the tool's default switching activity, not on a simulated workload.
